==> ./design.v <==
module branch_adder (pc_out,imm, pc_target );
  input [31:0] pc_out, imm;
  output [31:0] pc_target;
  assign pc_target = pc_out + imm;
  endmodule 
==> ./run.sh <==
#!/bin/bash
# OpenROAD 26Q1-2900-gdf79404cd8, Yosys 0.63+post, stock flow scripts
make -C /OpenROAD-flow-scripts/flow DESIGN_CONFIG=/design/flow/config.mk WORK_HOME=/design/flow/orfs finish
==> ./config.mk <==
export PLATFORM = sky130hd
export DESIGN_NAME = branch_adder
export DESIGN_NICKNAME = branch_adder
export VERILOG_FILES = /design/flow/design.v
export SDC_FILE = /design/flow/constraint.sdc
export NUM_CORES = 4
export LEC_CHECK = 1
export CORE_AREA = 10 10 107 107
export DIE_AREA = 0 0 117 117
==> ./constraint.sdc <==
current_design branch_adder

set clk_period 14.5
set clk_io_pct 0.2

create_clock -name clk0 -period $clk_period

set non_clock_inputs [all_inputs -no_clocks]
set_input_delay [expr $clk_period * $clk_io_pct] -clock clk0 $non_clock_inputs
set_output_delay [expr $clk_period * $clk_io_pct] -clock clk0 [all_outputs]
==> summary.txt <==
Implementation results are summarized by area below.

Power
Per the summary, power density relative to cell area is 48.30 nW/um^2. Per report_power, the combinational group accounts for 100.0% of the total. Looking at the power breakdown, the clock network takes 0% of the total. In the power breakdown, the internal column shows roughly 0.08 mW. In this run the VDD rail shows a maximum IR drop of 0.02035 mV. Sequential cells burn 0% of the power. Net switching is 40.49% of the power. Summed over all nets, the switching power comes to 0.05476 mW.

The leakage power in the latest report is around 1.2 nW.

STA
Counting endpoints that fail hold in the final report gives 0. The worst path meets setup with roughly 5.7 ns of slack. The count of final max-slew check failures is 0. Setup repair after global routing left no endpoint under its margin. The share of the clock period used by the worst path after layout is around three fifths. For this run, the final setup violation count is recorded as 0.

The hold slack is about 7 ns. Based on the critical path, the design can be clocked at up to between 100 and 150 MHz. The tightest slew margin relative to the limit is 64.26%. The final timing report derives a shortest allowable period of between 8 and 9 ns. The pin closest to its max-slew limit shows a slew of 0.5226 ns. The post-route setup TNS is 0 ns.

Yosys
The post-synthesis simple-gate area fraction is 18.29%. Sequential elements use 0% of the synthesized area. The proportion of synthesized area in mux cells is under 10%. The XOR/XNOR share of the synthesized area is between 10% and 20%. Each instance of the synthesized netlist takes up on average between 7 and 8 sq um. Synthesis instantiated roughly 50 different standard cells from the library. The share of synthesized cell area in and-or and or-and compound cells is between 30% and 40%. Per the synthesis report, the adder-cell share of the synthesized area is 23.39%. The chip area in the Yosys report is roughly 1700 sq um. The synthesized instance count is approximately 240.

Warnings reported by Yosys during synthesis add up to 0. The synthesized cell area is between 1500 and 2000 sq um. The dominant non-sequential cell family after synthesis is AND-OR/OR-AND gates. The number of cells in Yosys stat is about 240.

Layout
The count of sequential standard cells is 0. Fill cells in the final layout number around 970. In this run the layout overhead on the synthesized area is reported as 60.55%.

Cells with a size suffix above 1 make up 3.067% of the layout. The flip-flop and latch area is 0 sq um. The tally of clock buffers in the finished layout is 0.

The area of the multi-input gates is about 1700 sq um.

Placed design
The worst setup slack before clock tree synthesis is between 5 and 6 ns. The number of I/O port buffers is between 90 and 100. Detailed placement finished with a half-perimeter wire length of 5.557 mm.

The final weighted congestion recorded by global placement is slightly above 0.8.

Outcome
The run finished with clean final reports.

Clocking
After clock tree synthesis, the repair step resized 0 gates. The post-cts hold-fix buffer tally is 0. The total setup buffers inserted after CTS is 0.

Floorplan
The die is 117 um wide. According to the I/O placement log, the pin count is 96. The vertical die dimension is around 120 um. Before placement the cells fill between 10% and 20% of the core. The number of rows created at floorplan is 35. The core box area is 9196 sq um. The die covers ~14000 sq um.

Critical path
In this run the worst path has a maximum fanout of 4. The required time at the worst-slack endpoint is ~12 ns. For reference, the critical path is launched at pc_out[0]. Data arrives at the worst endpoint at approximately 5.9 ns.

The critical path goes through clkdlybuf4s50_1 > ha_1 > fa_1 > a21o_1 > a31o_2 > nand3_1 > o221ai_1 > a311oi_1 > o21bai_1 > xor2_1 > clkdlybuf4s50_1. The most used cell along the critical path is sky130_fd_sc_hd__clkdlybuf4s50_1. STA classifies the critical path startpoint as a primary input. The timing report gives the biggest stage delay along the critical path as approximately 0.5 ns.

On the critical path, the stage with the largest delay is an instance of sky130_fd_sc_hd__clkdlybuf4s50_1. The worst setup path is captured at an output port. The critical path is of the in -> out type.

Flow run
The number of logged tool warnings is 32. The tool flagged a number of max-cap violations equal to 0.

Detailed routing
The routed design ends up with an antenna cell count of 0. The pre-antenna-repair detailed-routing pass consisted of 4 iterations. Nets still carrying antenna violations after routing amount to 0.

The via count is ~2100. Per the detail_route report, routed wire per instance is ~14 um. The violation tally from detailed-route iteration zero is between 90 and 100. The total detailed-routing wirelength is about 6.3 mm. After detailed routing, the number of vias per cell comes to ~4.8.

The detailed-route DRC error count is 0.

Min path
The beginning of the worst hold path is imm[0]. In this run the worst hold path is classified as in -> out. The worst hold path terminates at pc_target[0]. Counting instances, the worst hold path has a depth of 3.

Global routing
The global router's overall resource usage is under 10%. The first global-routing pass estimated about 9.9 mm of wire. The global-route congestion overflow total is 0.

The number of global-route vias before repair is about 2100. The maximum number of pins on one net before global-route repair is 11. The initial antenna violation count was 0.
[placed cells by master, fill, tap and decap left out, drive strengths merged, types with 2 or more instances in the layout]
cell / count
or2: 3
o211ai: 3
a211oi: 3
nand2: 18
mux2i: 2
o21a: 2
ha: 31
o21bai: 5
o311ai: 2
a21o: 19
nor3: 4
xnor2: 13
a21oi: 29
xor2: 15
o221ai: 2
clkdlybuf4s50: 96
o21ai: 15
nand3: 10
a31oi: 3
nand2b: 2
a311oi: 3
nor2: 12
nand4: 8
inv: 6
[routing by layer]
metal	up-vias	track usage (%)	wire length (um)
met2	52	14.62	2824
met1	946	11.16	2812
met4	0	0	0
li1	1095	-	-
met5	-	0	0
met3	0	3.199	671
[power groups by stage]
stage | clock, mW | combinational [mW] | sequential [mW]
CTS | 0 | 0.137 | 0
global route | 0 | 0.151 | 0
finish | 0 | 0.135 | 0
[through the flow]
stage | utilization [%] | power [mW] | area, sq um | instances
after floorplan | - | 0.06406 | 1744 | 241
after global placement | 30.45 | 0.1365 | 2800 | 437
after detailed placement | 30.45 | 0.1362 | 2800 | 437
after CTS | 30.45 | 0.1373 | 2800 | 437
after global routing | 30.45 | 0.1507 | 2800 | 437
final | 30.45 | 0.1352 | 2800 | 437
[worst max path at each step]
stage                      endpoint  slack (ns)  depth (start not counted)
after CTS             pc_target[26]        5.67                         11
after global routing  pc_target[26]        5.50                         11
final                 pc_target[26]        5.70                         11
[cell type report]
class	count	share of cell area, %
multi-input cells	224	59.92
well taps	111	4.960
inverters	6	0.8043
repair buffers	96	34.32
[cells in the mapped netlist, types with 2 or more instances]
cell type / number / area [sq um]
sky130_fd_sc_hd__ha_1: 31 / 387.9
sky130_fd_sc_hd__nand3_1: 10 / 50.05
sky130_fd_sc_hd__o21a_1: 2 / 15.01
sky130_fd_sc_hd__a21o_1: 19 / 142.6
sky130_fd_sc_hd__o221ai_1: 2 / 17.52
sky130_fd_sc_hd__or2_2: 3 / 18.77
sky130_fd_sc_hd__o311ai_1: 2 / 17.52
sky130_fd_sc_hd__buf_2: 2 / 10.01
sky130_fd_sc_hd__nand2b_1: 2 / 12.51
sky130_fd_sc_hd__nor2_1: 12 / 45.04
sky130_fd_sc_hd__a311oi_1: 2 / 17.52
sky130_fd_sc_hd__nor3_1: 4 / 20.02
sky130_fd_sc_hd__mux2i_1: 2 / 20.02
sky130_fd_sc_hd__o21bai_1: 4 / 30.03
sky130_fd_sc_hd__a211oi_1: 3 / 22.52
sky130_fd_sc_hd__inv_1: 6 / 22.52
sky130_fd_sc_hd__nand4_1: 8 / 50.05
sky130_fd_sc_hd__xor2_1: 15 / 131.4
sky130_fd_sc_hd__clkbuf_1: 8 / 30.03
sky130_fd_sc_hd__xnor2_1: 13 / 113.9
sky130_fd_sc_hd__a31oi_1: 3 / 18.77
sky130_fd_sc_hd__nand2_1: 18 / 67.56
sky130_fd_sc_hd__a21oi_1: 29 / 145.1
sky130_fd_sc_hd__o211ai_1: 3 / 22.52
sky130_fd_sc_hd__o21ai_0: 13 / 65.06
[kinds of logic after synthesis]
| group | count (synthesis) |
|---|---|
| compound gates | 97 |
| simple gates | 65 |
| buf+inv | 17 |
| mux | 2 |
| fa+ha+maj | 32 |
| xor+xnor | 28 |
[critical path, delay by kind of cell]
family | cells | cell delay (ns)
AOI/OAI and AO/OA | 5 | 1.23
xor gates and xnor gates | 1 | 0.13
adders and majority gates | 2 | 0.65
buffers and inverters | 2 | 0.90
and+or+nand+nor | 1 | 0.09
Power is estimated from default activity; no workload was simulated.
