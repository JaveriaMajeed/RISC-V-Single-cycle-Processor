$ cat ./run.sh
#!/bin/bash
# OpenROAD 26Q1-2900-gdf79404cd8, Yosys 0.63+post, stock flow scripts
make -C /OpenROAD-flow-scripts/flow DESIGN_CONFIG=/design/flow/config.mk WORK_HOME=/design/flow/orfs finish
$ cat ./config.mk
export PLATFORM = sky130hd
export DESIGN_NAME = mux
export DESIGN_NICKNAME = mux
export VERILOG_FILES = /design/flow/design.v
export SDC_FILE = /design/flow/constraint.sdc
export NUM_CORES = 4
export LEC_CHECK = 1
export CORE_AREA = 10 10 71 71
export DIE_AREA = 0 0 81 81
$ cat ./constraint.sdc
current_design mux

set clk_period 1.0
set clk_io_pct 0.2

create_clock -name clk0 -period $clk_period

set non_clock_inputs [all_inputs -no_clocks]
set_input_delay [expr $clk_period * $clk_io_pct] -clock clk0 $non_clock_inputs
set_output_delay [expr $clk_period * $clk_io_pct] -clock clk0 [all_outputs]
$ cat ./design.v
module mux (a,b,sel,c);
  input [31:0] a,b;
  input sel;
  output reg [31:0] c;
  always @(sel,a,b)
  begin
    if (sel)
      c = a;
    else 
      c = b;
    end
  endmodule
==> Implementation_results.wiki <==
== Metrics ==
{| class="wikitable"
! Metric !! Value
|-
| CORE AREA || approximately 3600 sq um
|-
| Final weighted congestion in routability-driven placement || around 0.85
|-
| Dpl hpwl || 2550 microns
|-
| Final hold slack || 0.798 ns
|-
| Global router's overall resource usage || 7.38%
|-
| Fp util || 15.0%
|-
| Worst max-slew margin expressed relative to the limit || between 90% and 100%
|-
| Summed standard-cell area reported by yosys || 544 sq um
|-
| WHS Path Cells || 3
|-
| I/O pins || 97
|-
| Starting DRT DRC Count || 1
|-
| Final slew viol count || 0
|-
| Layout cell share with drive strength beyond 1 || 52.2%
|-
| Seq_cells || 0
|-
| Seq. cell area || 0 sq um
|-
| Critical path class || in -> out
|-
| Final count of hold timing violations || 0
|-
| DRT Wirelength || 2810 microns
|-
| Hold-fix buffer count after cts || 0
|-
| Overall via count from detail_route || 681
|-
| Setup TNS Final || -2.22 ns
|-
| PortBufs || 97
|-
| Area Growth Syn to Fin || 184%
|-
| Max Cap Violations || 0
|-
| Post-synthesis instance area || ~540 sq um
|-
| Remaining design rule violation count || 0
|-
| First-pass GRT wire length || 3920 microns
|-
| Area enclosed by the die boundary || roughly 6600 sq um
|-
| Crit share post-route || 108%
|-
| Outcome || complete, but fails checks
|-
| DR pass1 iterations || 2
|-
| Post-route worst setup slack || -0.0801 ns
|-
| CP max FO || 10
|-
| Crit path launch type || input port
|-
| Final setup violation count || 32
|-
| Maximum number of pins on one net before global-route repair || 11
|-
| Number of library cell types mapped by synthesis || 4
|-
| Setup repair after global routing missed its margin || yes
|-
| Stage-log warning count || 34
|-
| Peak VDD IR || 0.000131 V
|-
| Num rows || 22
|-
| Most used standard cell by instance count after synthesis || sky130_fd_sc_hd__mux2_4
|-
| Die X || 81 microns
|-
| Kind of end point of the critical path || primary output
|-
| Instance count after placement with tap cells included || 180
|-
| Leakage power figure || 0.000838 uW
|-
| Share of Yosys cell area claimed by the top area cell type || 82.8%
|-
| Data required time of the worst path || 0.80 ns
|-
| Number of instances in the synthesized netlist || 36
|-
| Top area cell types || sky130_fd_sc_hd__mux2_4, sky130_fd_sc_hd__buf_12, sky130_fd_sc_hd__mux2_2
|-
| Warning count from the yosys run || 1
|-
| Most instantiated cells after synthesis || sky130_fd_sc_hd__mux2_4, sky130_fd_sc_hd__buf_12, sky130_fd_sc_hd__mux2_2
|-
| Antenna diode count || 0
|-
| Height of the die || between 80 and 90 microns
|-
| Worst Max-Slew Pin Slew || 0.0844 ns
|-
| Overall power || 614 uW
|-
| Post-synth top area cell || sky130_fd_sc_hd__mux2_4
|-
| Via count of the first global-routing pass || 754
|-
| Per-instance average area after synthesis || approximately 15 sq um
|-
| Post-layout min period || ~1.1 ns
|-
| Violated checks || setup timing
|-
| Power density relative to cell area || 397 nW/um^2
|-
| Total cells reported by yosys after synthesis || 36
|-
| # fillers || between 300 and 400
|-
| Initial antenna violation count || 0
|-
| Antenna Nets Post-Route || 0
|-
| Maximum operating frequency || 0.926 GHz
|-
| Aggregate global routing overflow || 0
|-
| Post-route non-filler standard cell count || between 150 and 200
|-
| Per-cell via count in the routed design || 3.74
|-
| Wire length per cell || approximately 15 microns
|-
| WP data arrival || around 0.88 ns
|-
| Seq/Total Area, Yosys || 0%
|-
| Worst hold path type || in -> out
|-
| Clock buffer count in the final layout || 0
|}
[per-stage QoR]
| stage | utilization [%] | setup slack [ns] | area [sq um] |
|---|---|---|---|
| floorplan | - | 0.0669 | 544 |
| global placement | 42.9 | -0.523 | 1560 |
| detailed placement | 42.9 | -0.532 | 1560 |
| CTS | 41.3 | -0.0847 | 1500 |
| global route | 42.5 | -0.0985 | 1550 |
| finish | 42.5 | -0.0801 | 1550 |
[power by group]
part / internal, uW / switching, uW
Clock: 0 / 0
Combinational: 476 / 138
Sequential: 0 / 0
Total: 476 / 138
[worst max-delay path, stage by stage]
cell and delay (ns):
sky130_fd_sc_hd__buf_12 0.12, sky130_fd_sc_hd__buf_12 0.14, sky130_fd_sc_hd__mux2_4 0.30, sky130_fd_sc_hd__buf_6 0.11
[final cells by class]
class                           instances  area (sq um)  share of cell area [%]
Multi-Input combinational cell         32           480                    31.1
Timing Repair Buffer                  102          1000                    65.0
Tap cell                               48          60.1                    3.89
[cell families after synthesis]
group / Yosys count / synth area share [%]
mux: 32 / 86.9
buf+inv: 4 / 13.1
[timing repair]
action                     CTS  global route
buffers inserted             1             0
pin swaps                    0             0
cloned                       1             0
setup endpoints to repair   32            32
gates resized              187             7
[cells in the final DEF, fill, tap and decap left out]
master / n
sky130_fd_sc_hd__dlygate4sd2_1: 64
sky130_fd_sc_hd__mux2_4: 32
sky130_fd_sc_hd__buf_6: 27
sky130_fd_sc_hd__buf_2: 5
sky130_fd_sc_hd__buf_12: 4
sky130_fd_sc_hd__buf_16: 1
sky130_fd_sc_hd__buf_4: 1
[final timing paths]
kind | from | endpoint | slack (ns)
hold / removal | b[31] | c[31] | 0.80
setup / recovery | sel | c[5] | -0.08
[metal layers]
metal | track usage, % | vias to the layer above | part of all wire [%]
met1 | 8.83 | 299 | 40
li1 | - | 332 | -
met2 | 13.2 | 50 | 50
met3 | 2.56 | 0 | 11
met5 | 0 | - | 0
met4 | 0 | 0 | 0
Power is estimated from default activity; no workload was simulated.
