## flow/run.sh

```bash
#!/bin/bash
# OpenROAD 26Q1-2900-gdf79404cd8, Yosys 0.63+post, stock flow scripts
make -C /OpenROAD-flow-scripts/flow DESIGN_CONFIG=/design/flow/config.mk WORK_HOME=/design/flow/orfs finish
```

## flow/config.mk

```make
export PLATFORM = sky130hd
export DESIGN_NAME = instruction_memory
export DESIGN_NICKNAME = instruction_memory
export VERILOG_FILES = /design/flow/design.v
export SDC_FILE = /design/flow/constraint.sdc
export NUM_CORES = 4
export LEC_CHECK = 1
export CORE_AREA = 10 10 72 72
export DIE_AREA = 0 0 82 82
```

## flow/design.v

```verilog
module instruction_memory (inst_addr, instruction);
  input [31:0] inst_addr;
  output [31:0] instruction;
  reg [7:0] mem [15:0];
  initial 
  begin
    mem[0]=8'h03;
    mem[1]=8'hA3;
    mem[2]=8'hC4;
    mem[3]=8'hFF;
    mem[4]=8'h23;
    mem[5]=8'hA4;
    mem[6]=8'h64;
    mem[7]=8'h00;
    mem[8]=8'h33;
    mem[9]=8'hE2;
    mem[10]=8'h62;
    mem[11]=8'h00;
    mem[12]=8'hE3;
    mem[13]=8'h0A;
    mem[14]=8'h42;
    mem[15]=8'hFE;
  end
  assign instruction = {mem[inst_addr+3],mem[inst_addr+2],mem[inst_addr+1],mem[inst_addr]};
endmodule
```

## flow/constraint.sdc

```tcl
current_design instruction_memory

set clk_period 2.8
set clk_io_pct 0.2

create_clock -name clk0 -period $clk_period

set non_clock_inputs [all_inputs -no_clocks]
set_input_delay [expr $clk_period * $clk_io_pct] -clock clk0 $non_clock_inputs
set_output_delay [expr $clk_period * $clk_io_pct] -clock clk0 [all_outputs]
```

==> run summary <==
Figures from the flow reports.

Final timing:
- The run puts the maximum frequency from static timing analysis at 368 MHz.
- After layout, the worst path uses 97.1% of the clock period.
- Setup repair after global routing left no endpoint under its margin.
- Checking max transition, the worst relative margin is between 80 and 90%.
- The run gives the final tally of setup violations as 0.
- The run puts the shortest period the worst path allows at 2720 ps.
- The run puts the count of final hold-check violations at 0.
- The run gives the final count of pins violating max slew as 0.
- The pin closest to its max-slew limit shows a slew of 270 ps.

Power:
- Across the VDD grid, the largest voltage drop is approximately 0.11 mV.
- The run gives the total power consumption of the routed design as between 0.0004 and 0.0005 W.
- The run gives the static leakage power as slightly below 0.9 nW.
- Total power normalized to cell area comes to approximately 220 nW/um^2.

Logic synthesis:
- The run puts the per-instance average area after synthesis at slightly below 7 sq um.
- Counting distinct cell types in the post-synthesis netlist gives slightly above 40.
- ha_1 takes more of the synthesized area than any other cell.
- Of the synthesized area, sequential elements account for 0%.
- In this run the cell area of the synthesized design comes to ~1000 sq um.
- Per the synthesis report, the single largest cell type by area occupies between 15 and 20% of cell area.
- After synthesis, the cell types taking the most area are ha_1 17%, nand2_1 8.3%, mux2i_1 7.7%.
- The run gives the cell total in the yosys stat output as ~150.
- The synthesized instance count is ~150.
- The run puts the chip area estimate from yosys synthesis at between 1000 and 1500 sq um.
- Counting the warning lines in the Yosys log gives 1.

Routing:
- The run gives the antenna diode count as 0.
- In this run, the number of DRC markers left after iteration 0 of detailed routing was about 58.
- The run puts the total routed wirelength at 3.60 mm.
- The run puts the post-detailed-route DRC marker count at 0.
- The count of nets left with antenna violations once routing finished came out at 0.
- The run puts the total via count after detailed routing at ~1,300.
- The first TritonRoute pass finished after 4 iterations.
- The run gives the final routed wire length divided by cell count as about 13 microns.
- Using the TritonRoute via totals, the vias-per-cell ratio works out to about 4.9.

Worst setup path:
- The critical path starts at inst_addr[2].
- The run gives the critical path startpoint category as a primary input.
- At the worst endpoint, the arrival time is 2160 ps.
- The run puts the combined buffer and inverter count along the critical path at 2.
- The run gives the cell depth of the worst setup path as 7.
- The critical path's slowest stage uses the library cell clkdlybuf4s50_1.
- The run puts the highest net fanout along the worst path at 5.
- On the critical path the largest part of the delay comes from buffers and inverters.
- The worst setup path is captured at an output port.
- The run gives the critical path start-end classification as primary input to output port.
- The run puts the highest cell delay on the worst timing path at 400 ps.
- The run puts the critical path data required time at approximately 2200 ps.
- The critical path goes through buf_4, ha_4, nand2_4, xor2_4, mux2_4, a211o_1, clkdlybuf4s50_1.

Min path:
- The run gives the worst hold path stage count as 4.
- Looking at hold timing, the worst path starts from inst_addr[0].
- In the hold report, the worst path ends at instruction[11].
- The tightest min-delay check is of the primary input to output port type.

Placement:
- The run gives the half-perimeter wire length after placement as around 2.8 mm.
- In this run, placement finished with an instance count of 270.
- The run gives the count of buffers inserted at the top-level ports as 36.
- The run gives the final weighted congestion of routability-driven global placement as 0.891.

Flow run:
- The run puts the number of violations of the max-capacitance limit at 0.
- The run puts the total number of warnings across the stage logs at approximately 70.

Final layout:
- Per the final layout report, the fraction of cells sized above drive strength 1 comes to 35.3%.
- The run puts the number of standard cells in the layout, taps in and fillers out at ~270.
- Between the synthesized netlist and the finished layout, the area growth was recorded as 86.8%.
- In the finished layout, the clock tree contains a buffer count of 0.
- The design has 0 sequential cells.
- The run gives the number of fill cells in the layout as roughly 350.
- The run gives the register area as 0 sq um.

Floorplanning:
- The run gives the effective utilization at floorplan as 28.4%.
- The run puts the total die area at approximately 6700 sq um.
- The run puts the vertical die dimension at 82 microns.
- The run puts the total I/O pin count at 64.
- Row generation in the floorplan step produced 22 rows.
- The run gives the area of the core region as 3690 sq um.
- The run puts the horizontal die size at ~82 microns.

Global route:
- The run gives the total congestion overflow after global routing as 0.
- The run gives the pin count of the biggest net entering global routing as 18.
- The run gives the number of global-route vias before repair as roughly 1,200.
- The first global-routing pass estimated 5.98 mm of wire.
- The initial antenna violation count came to 0.
- The run puts the global-route total usage across every layer at a little over a tenth.

Status:
- The run finished with clean final reports.

CTS:
- The run gives the number of hold buffers added after cts as 0.
-- synthesized netlist by cell type, types with 2 or more instances --
master and number:
nand2_1 23, xnor2_2 2, ha_1 14, nand3b_1 2
xor2_4 2, inv_1 9, a31o_2 2, a211oi_1 3
nand3_1 5, a22o_1 2, nor2_1 15, o21ai_0 15
xnor2_1 2, a21o_1 2, nor3_1 2, a21oi_1 10
clkbuf_1 8, o211ai_1 3, mux2i_1 8, a31oi_1 2
-- metrics by stage --
| stage | setup slack (ps) | area, sq um | TNS (ps) | util, % | hold WS [ps] |
|---|---|---|---|---|---|
| detailed placement | -591 | 1770 | -14120 | 48.0 | 2370 |
| global placement | -595 | 1770 | -14460 | 48.0 | 2370 |
| CTS | 0.116 | 1890 | 0 | 51.4 | 1990 |
| finish | 81.0 | 1950 | 0 | 53.0 | 1910 |
| floorplan | 374 | 1050 | 0 | - | 1230 |
| global route | 6.90 | 1950 | 0 | 53.0 | 1960 |
-- repair_timing --
action                                  in CTS  in global routing
pin swaps                                    2                  4
buffers inserted                             1                  0
gates resized                               29                 21
cloned                                       1                  0
endpoints found under the setup margin      31                 16
-- power by group --
part / switching (W) / internal (W) / leakage [nW]
clock: 0 / 0 / 0
combinational: 0.000161 / 0.000261 / 0.873
sequential: 0 / 0 / 0
-- layout by cell type, fill, tap and decap left out, drive strengths merged, types with 3 or more instances in the layout --
master	Yosys	final
o21ai	15	15
nor2	15	15
nand3	5	5
buf	4	51
a21oi	11	11
mux2i	8	8
ha	14	14
inv	9	9
xor2	3	3
a211oi	3	3
clkdlybuf4s50	0	31
o211ai	3	3
nand2	24	24
xnor2	4	4
-- kinds of logic (layout without fill, tap and decap cells) --
| group | count (synthesis) | after routing | synth area share [%] |
|---|---|---|---|
| AOI/OAI and AO/OA | 47 | 47 | 28.8 |
| muxes | 11 | 11 | 12.3 |
| xor gates and xnor gates | 7 | 7 | 11.6 |
| buffers and inverters | 22 | 94 | 9.21 |
| and+or+nand+nor | 51 | 51 | 21.3 |
| adders and majority gates | 14 | 14 | 16.7 |
-- how the worst max path moves through the flow --
| stage | end | slack [ps] |
|---|---|---|
| 6_report | instruction[15] | 80 |
| 4_1_cts | instruction[13] | 0.1 |
| 5_1_grt | instruction[13] | 7 |
-- layer usage --
layer	global-route usage [%]	share of wire, %
met2	17.9	45
met1	15.2	48
met5	0	0
met3	1.76	6.5
met4	0.680	0.69
-- cell type report --
cell class / count / area (sq um) / area share [%]
Multi-Input combinational cell: 130 / 1070 / 55.0
Timing Repair Buffer: 85 / 783 / 40.1
Tap cell: 48 / 60.1 / 3.07
Inverter: 9 / 36.3 / 1.86
Power and IR drop assume default switching activity.
